### config.mk
export PLATFORM = sky130hd
export DESIGN_NAME = fifo_mem
export DESIGN_NICKNAME = fifo_mem
export VERILOG_FILES = /design/flow/design.v
export SDC_FILE = /design/flow/constraint.sdc
export NUM_CORES = 4
export LEC_CHECK = 1
export CORE_UTILIZATION = 30
### constraint.sdc
current_design fifo_mem

set clk_period 4.4
set clk_io_pct 0.2

create_clock -name clk0 -period $clk_period [get_ports {clk}]

set non_clock_inputs [all_inputs -no_clocks]
set_input_delay [expr $clk_period * $clk_io_pct] -clock clk0 $non_clock_inputs
set_output_delay [expr $clk_period * $clk_io_pct] -clock clk0 [all_outputs]
### design.v
module fifo_mem( 
  input wr, rd, clk, rst_n,  
  input[7:0] data_in,  
  output[7:0] data_out,  
  output reg fifo_full, fifo_empty, fifo_threshold, fifo_overflow, fifo_underflow);  
  wire[4:0] wptr,rptr;  
  wire fifo_we,fifo_rd;
  wire fifo_full_wire, fifo_empty_wire, fifo_threshold_wire, fifo_overflow_wire, fifo_underflow_wire;   
  write_pointer w_inst (.clk(clk), .rst_n(rst_n), .wr(wr), .fifo_full_wire(fifo_full_wire), .wptr(wptr), .fifo_we(fifo_we));  
  read_pointer  r_inst (.clk(clk), .rst_n(rst_n), .rd(rd), .fifo_empty_wire(fifo_empty_wire), .rptr(rptr), .fifo_rd(fifo_rd)); 
  memory_array  m_inst (.clk(clk), .rst_n(rst_n), .fifo_we(fifo_we), .wptr(wptr), .rptr(rptr), .data_in(data_in), .data_out(data_out));
  memory_status s_inst (.clk(clk), .rst_n(rst_n), .wr(wr), .rd(rd), .fifo_we(fifo_we), .fifo_rd(fifo_rd), .wptr(wptr), .rptr(rptr), .fifo_full_wire(fifo_full_wire), .fifo_empty_wire(fifo_empty_wire), .fifo_threshold_wire(fifo_threshold_wire), .fifo_overflow_wire(fifo_overflow_wire), .fifo_underflow_wire(fifo_underflow_wire));
  always @(*)
  begin
  fifo_full <= fifo_full_wire;
  fifo_empty <= fifo_empty_wire;
  fifo_threshold <= fifo_threshold_wire;
  fifo_overflow <= fifo_overflow_wire;
  fifo_underflow <= fifo_underflow_wire;
  end
endmodule
module memory_array (
	input 	clk, rst_n, fifo_we,
	input 	[4:0] wptr,rptr,
	input 	[7:0] data_in,
	output 	[7:0] data_out
);
	reg [7:0] data_array [15:0];		 
	always @ (posedge(clk)) begin 
		if (fifo_we)
			data_array[wptr[3:0]] <= data_in;  
	end
	assign data_out = data_array[rptr[3:0]];
endmodule
module memory_status(
	input 	clk, rst_n, wr, rd, fifo_we, fifo_rd,
	input	[4:0] wptr, rptr,
	output  reg fifo_full_wire, fifo_empty_wire, fifo_threshold_wire, fifo_overflow_wire, fifo_underflow_wire
);
	wire msb_ptr;
	wire ptr_eq;
	wire [4:0] ptr_diff;
	assign msb_ptr = wptr[4]^rptr[4];
	assign ptr_eq = wptr[3:0] == rptr[3:0];
	assign ptr_diff = wptr[4:0] - rptr[4:0];
	always @(*) begin
		fifo_empty_wire = (~msb_ptr) & ptr_eq;
		fifo_full_wire 	= msb_ptr & ptr_eq;
		fifo_threshold_wire = ptr_diff[4] || ptr_diff[3];	
	end
	always @(posedge clk or negedge rst_n)
	begin
		if (~rst_n) 
		  fifo_overflow_wire <= 0;
		else if ((fifo_full_wire & wr)&&(fifo_rd == 0))
		  fifo_overflow_wire <= 1;
		  else if (fifo_rd)
		       fifo_overflow_wire <= 0;
		       else 
		          fifo_overflow_wire <= fifo_overflow_wire;
	end
	always @(posedge clk or negedge rst_n)
	begin
		if (~rst_n) 
		  fifo_underflow_wire <= 0;
		else if ((fifo_empty_wire & rd)&&(fifo_we == 0))
			fifo_underflow_wire <= 1;
		else if (fifo_we)
				fifo_underflow_wire <= 0;
			else 
				fifo_underflow_wire <= fifo_underflow_wire;
	end
endmodule
module read_pointer (
	input 	clk, rst_n, rd, fifo_empty_wire,	 
	output 	reg [4:0] rptr,				 
	output	wire fifo_rd 					 
);
	assign fifo_rd = (~fifo_empty_wire)&rd;
	always @ (posedge(clk) or negedge(rst_n))begin
		if (~rst_n)
			rptr <= 5'd0;
		else if (fifo_rd)
			rptr <= rptr + 5'd1;
			else
				rptr <= rptr;		
	end
endmodule
module write_pointer (
	input 	clk, rst_n, wr, fifo_full_wire,	 
	output 	reg [4:0] wptr,				 
	output	wire fifo_we 					 
);
	assign fifo_we = (~fifo_full_wire)&wr;
	always @ (posedge(clk) or negedge(rst_n))begin
		if (~rst_n)
			wptr <= 5'd0;
		else if (fifo_we)
			wptr <= wptr + 5'd1;
			else
				wptr <= wptr;		
	end
endmodule
### run.sh
#!/bin/bash
# OpenROAD 26Q1-2900-gdf79404cd8, Yosys 0.63+post, stock flow scripts
make -C /OpenROAD-flow-scripts/flow DESIGN_CONFIG=/design/flow/config.mk WORK_HOME=/design/flow/orfs finish
==> results.sh <==
# yosys + openroad results
export IMPL_dieHeight_microns=140
export IMPL_cts_buffers=17
export IMPL_pwr_density_cell_mw_per_mm2=663
export IMPL_finalSetupTns_ns=0
export IMPL_vias=2829
export IMPL_final_antenna_net_count=0
export IMPL_avgViaCountPerCell=4.91
export IMPL_crit_required_ns=3.52
export IMPL_syn_cell_area_sq_mm=0.00574
export IMPL_avgSynthCellArea_sq_um=19.2
export IMPL_dpl_instance_area_sq_mm=0.00619
export IMPL_tightest_slew_ns=0.862
export IMPL_cp_slowest_cell="dfrtp_2"
export IMPL_crit_fanout=22
export IMPL_period_used_pct=83.7
export IMPL_yosys_area_sq_mm=0.00574
export IMPL_hold_viol=0
export IMPL_area_growth_pct=18.1
export IMPL_cts_resized=0
export IMPL_drv_cap=0
export IMPL_die_x_microns=140
export IMPL_holdWs_ns=0.500
export IMPL_grt_max_degree=28
export IMPL_synth_cell_types=34
export IMPL_drtIter0Drc=187
export IMPL_core_area_sq_mm=0.0187
export IMPL_mostFrequentLayoutCells="edfxtp_1, mux2i_1, clkdlybuf4s50_1, mux4_2, clkbuf_16"
export IMPL_antenna_found_initial=0
export IMPL_rsz0062_at_grt="false"
export IMPL_warnings=28
export IMPL_final_setup_skew_ns=0.00649
export IMPL_arrival_ns=2.80
export IMPL_end_kind="output pin"
export IMPL_pre_cts_slack_ns=1.16
export IMPL_ctsHtreeMaxLevel=4
export IMPL_switching_share_pct=29.4
export IMPL_wire_per_inst_microns=20.0
export IMPL_routed_wl_microns=11500
export IMPL_max_vdd_ir_drop_mv=0.278
export IMPL_flop_cell="edfxtp_1"
export IMPL_cts_tree="built"
export IMPL_ys_seq_share_pct=72.3
export IMPL_grtUsageTotal_pct=12.9
export IMPL_switching_power_mw=1.32
export IMPL_edf_count=128
export IMPL_synth_warning_count=5
export IMPL_syn_inst=298
export IMPL_postCtsSetupBuffers=0
export IMPL_leakagePower_nw=2.27
export IMPL_ys_ff=140
export IMPL_drc=0
export IMPL_ff_latch_area_sq_mm=0.00415
export IMPL_clk_latency_ns=0.41
export IMPL_pwr_share_clk_pct=31.0
export IMPL_drive_gt1_share_pct=15.5
export IMPL_cp_top_family="buffers and inverters"
export IMPL_fmax_ghz=0.272
export IMPL_fin_ws_ns=0.718
export IMPL_crit_buf_inv=2
export IMPL_logic_area_sq_mm=0.00147
export IMPL_num_fill_cells=1653
export IMPL_grt_pass1_vias=2880
export IMPL_final_area_sq_mm=0.00677
export IMPL_ys_cells=298
export IMPL_cts_hold_buf=0
export IMPL_power_frac_comb_pct=29.4
export IMPL_crit_chain="buf_4, mux4_2, a32oi_1, o21ai_1, clkdlybuf4s50_1"
export IMPL_cts_sinks=140
export IMPL_grt_pass1_wl_microns=17300
export IMPL_cp_slowest_stage_delay_ns=0.77
export IMPL_fin_crit_ns=3.68
export IMPL_dp_hpwl_microns=7120
export IMPL_clockBufferDepth=2
export IMPL_die_area_sq_mm=0.0197
export IMPL_row_count=50
export IMPL_slew_limit_headroom_pct=42.3
export IMPL_final_common_cell="edfxtp_1"
export IMPL_fp_util_pct=30.7
export IMPL_gp_congestion=0.768
export IMPL_intPower_mw=3.17
export IMPL_synthArstFlopShare_pct=8.57
export IMPL_root_buffer="clkbuf_16"
export IMPL_num_antenna_cells=0
export IMPL_grt_ovfl_total=0
export IMPL_utilization_pct=36.2
export IMPL_clk_pin_slew_ns=0.05
export IMPL_pin_count=25
export IMPL_io_buffers=24
export IMPL_finalMaxSlewViolations=0
export IMPL_hold_path_class="reg2reg"
export IMPL_worstSetupPathType="reg2out"
export IMPL_dr_pass1_iters=4
export IMPL_pwr_share_seq_pct=39.7
export IMPL_status="completed"
export IMPL_critPathLaunchType="register"
export IMPL_setup_violations=0
cells in the mapped netlist (5+ instances only):
master    instances  area (sq um)
dfrtp_1          12           300
ha_1              9           113
mux4_2           17           383
a32oi_1           9          78.8
and2_1            8          50.1
clkbuf_1          7          26.3
xnor2_1           8          70.1
mux2i_1          24           240
o21ai_1           8          40.0
inv_1             5          18.8
edfxtp_1        128          3840
mux4_1            7           184
a22oi_1           8          60.1
nor2_1            7          26.3
area by class of cell:
class                           count  share of cell area (%)
Multi-Input combinational cell    139                    21.8
Clock buffer                       19                    6.39
Tap cell                          234                    4.32
Sequential cell                   140                    61.2
Clock inverter                     12                    2.20
Timing Repair Buffer               26                    3.77
Inverter                            6                   0.333
worst paths after layout:
path                                             from                          to  slack [ns]  cells past startpoint
setup / recovery                       r_inst.rptr[1]                 data_out[2]        0.72                      5
hold / removal             s_inst.fifo_underflow_wire  s_inst.fifo_underflow_wire        0.50                      2
min in group asynchronous                       rst_n   s_inst.fifo_overflow_wire        0.86                      1
max in group asynchronous                       rst_n              r_inst.rptr[1]        3.10                      1
hold reg to reg            s_inst.fifo_underflow_wire  s_inst.fifo_underflow_wire        0.50                      2
setup reg to reg                       r_inst.rptr[3]     m_inst.data_array[4][7]        1.36                      6
per-stage QoR:
stage                     instances  power (mW)
after floorplan                 298        2.66
after detailed placement        545        3.14
after CTS                       576        4.54
after global placement          545        3.13
final                           576        4.49
after global routing            576        4.73
worst reg2reg max path: stages (launching register included):
cell     delay (ns)
dfrtp_1        0.71
inv_2          0.32
ha_1           0.42
nand4_1        0.13
o21ai_0        0.19
nor3b_1        0.35
and2_1         0.56
logic make-up (layout without fill, tap and decap cells):
| kind of cell | count (synthesis) | count (layout) | synth area share [%] |
|---|---|---|---|
| adder cells (fa/ha/maj) | 9 | 9 | 1.96 |
| buffers and inverters | 19 | 63 | 2.05 |
| XOR/XNOR | 11 | 11 | 1.68 |
| flip-flops | 140 | 140 | 72.3 |
| AND/OR/NAND/NOR | 37 | 37 | 3.86 |
| multiplexers | 48 | 48 | 14.1 |
| AND-OR/OR-AND | 34 | 34 | 4.12 |
state kept, by name, summed over array words and instances (netlist names):
signal,flops
s_inst.fifo_underflow_wire,1
w_inst.wptr,5
m_inst.data_array,128
s_inst.fifo_overflow_wire,1
r_inst.rptr,5
power groups by stage:
stage     clock network (mW)  logic (mW)  registers [mW]
6_report                1.39        1.32            1.78
4_1_cts                 1.42        1.34            1.78
5_1_grt                 1.47        1.46            1.80
metal layers:
layer	vias to the layer above	GRT usage [%]	routed length [microns]
met5	-	0	0
met1	1409	16.0	4440
met2	121	20.1	5530
li1	1286	-	-
met3	13	7.70	1290
met4	0	2.66	254
Power figures rest on the tool's default switching activity, not on a simulated workload.
